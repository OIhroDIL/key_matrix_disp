===== design/flow/run.sh =====
#!/bin/bash
# OpenROAD 26Q1-2900-gdf79404cd8, Yosys 0.63+post, stock flow scripts
make -C /OpenROAD-flow-scripts/flow DESIGN_CONFIG=/design/flow/config.mk WORK_HOME=/design/flow/orfs finish

===== design/flow/config.mk =====
export PLATFORM = sky130hd
export DESIGN_NAME = key_matrix_disp
export DESIGN_NICKNAME = key_matrix_disp
export VERILOG_FILES = /design/flow/design.v
export SDC_FILE = /design/flow/constraint.sdc
export NUM_CORES = 4
export LEC_CHECK = 1
export CORE_UTILIZATION = 40

===== design/flow/constraint.sdc =====
current_design key_matrix_disp

set clk_period 4.8
set clk_io_pct 0.2

create_clock -name clk0 -period $clk_period [get_ports {clk}]

set non_clock_inputs [all_inputs -no_clocks]
set_input_delay [expr $clk_period * $clk_io_pct] -clock clk0 $non_clock_inputs
set_output_delay [expr $clk_period * $clk_io_pct] -clock clk0 [all_outputs]

===== design/flow/design.v =====
`timescale 1ns / 1ps
module disp_data_gen(
input           rst,
input           clk,
input           nkpls,
input           clr,
input           koff,
input           [3:0] bcds,
output          [31:0] bcd8d
);
reg pl0, pl1;
reg [3:0] bcd0, bcd1, bcd2, bcd3, bcd4, bcd5, bcd6, bcd7;
always@(negedge rst, posedge clk)
    if(rst == 0)
        begin 
            pl0 <= 0;
            pl1 <= 0;
        end 
    else
        begin   
            pl0 <= nkpls;
            pl1 <= pl0;
        end 
always@(negedge rst, posedge clk)
    if(rst == 0)
        begin   
            bcd0 <= 4'hf; bcd1 <= 4'hf; bcd2 <= 4'hf; bcd3 <= 4'hf;
            bcd4 <= 4'hf; bcd5 <= 4'hf; bcd6 <= 4'hf; bcd7 <= 4'hf;
        end 
    else
        if(clr == 1 )
            begin   
                bcd0 <= 4'hf; bcd1 <= 4'hf; bcd2 <= 4'hf; bcd3 <= 4'hf;
                bcd4 <= 4'hf; bcd5 <= 4'hf; bcd6 <= 4'hf; bcd7 <= 4'hf;
            end 
        else if((~pl0 & pl1) ==1)    
            if((koff == 0) && (bcds < 10))
                begin 
                    bcd0 <= bcds; bcd1 <= bcd0; bcd2 <= bcd1; bcd3 <= bcd2;
                    bcd4 <= bcd3; bcd5 <= bcd4; bcd6 <= bcd5; bcd7 <= bcd6;
                end 
endmodule
`timescale 1ns / 1ps
module key_matrix_disp(
input       rst,
input       clk,
input       key0,
input       [3:0] enc,
input       [4:0] key_in,
input       [3:0] key_out,
output      [7:0] seg_d,
output      [7:0] seg_com,
output      reg buzz    
    );
reg pls100k;
reg [5:0] pcnt;
reg pls1k;
reg [5:0] plcnt;
reg buzzs;
reg ps0,ps1;
reg [5:0] bzcnt;
wire nkpls;
wire [4:0] nkv;
wire koff;
wire [3:0] bcds;
wire clr;
wire [31:0] bcd8d;
always@(negedge rst, posedge clk)
    if(rst == 0)
        begin
            pls100k <= 0;
            pcnt <= 0;
        end 
    else
        begin
            if(pcnt < 49)
                pcnt <= pcnt +1;
            else
                begin
                    pcnt <= 0;
                    pls100k <= ~pls100k;
                end 
        end 
always@(negedge rst, posedge clk)
    if(rst == 0)
        begin
            pls1k <= 0;
            plcnt <= 0;
        end 
    else if((pcnt == 49) & (pls100k == 1))
        begin
            if(plcnt < 49)
                plcnt <= plcnt +1;
            else 
                begin
                    plcnt <= 0;
                    pls1k <= ~pls1k;
                end
        end 
always@(negedge rst, posedge clk)
    if(rst == 0)
        buzzs <= 1;
    else if(clr == 1)
        buzzs <= 1;
    else if(bcds < 10 )
        buzzs <= (nkpls & ~koff);
    else 
        buzzs <= 0;
always@(negedge rst, posedge clk)
    if(rst == 0)
        begin   
            ps0 <= 0;
            ps1 <= 0;
            bzcnt <= 1;
        end 
    else
        begin   
            ps0 <= pls1k;
            ps1 <= ps0;
            if(ps1 & ~ps0)
                if(buzzs == 1)
                    begin
                        bzcnt <= 0;
                        buzz <= 1;
                    end 
                else if(bzcnt < 31)
                    begin
                        bzcnt <= bzcnt + 1;
                        buzz <= 1;
                    end 
                else
                    buzz <= 0;
        end 
key_scan ukey_scan 
    (
    .rst            (rst        ),
    .clk            (clk        ),
    .pls100k        (pls100k    ),           
    .key_in         (key_in     ),
    .key_out        (key_out    ),
    .nkpls          (nkpls      ),
    .nkv            (nkv        )
    );
key_val_assign ukey_val_assign
    (
    .rst            (rst        ),
    .clk            (clk        ),
    .nkpls          (nkpls      ),
    .nkv            (nkv        ),
    .koff           (koff       ),
    .bcds           (bcds       )
    );
disp_data_gen udisp_data_gen
    (
    .rst            (rst        ),
    .clk            (clk        ),
    .nkpls          (nkpls      ),
    .clr            (clr        ),
    .koff           (koff       ),
    .bcds           (bcds       ),
    .bcd8d          (bcd8d      )
    );
seg_ctl useg_ctl
    (
    .rst            (rst        ),
    .clk            (clk        ),
    .enc            (enc        ),
    .bcd8d          (bcd8d      ),
    .seg_d          (seg_d      ),
    .seg_com        (seg_com    )
    );
endmodule 
`timescale 1ns / 1ps
module key_scan(
input   rst,                 
input   clk,                 
input   pls100k,             
input   pls1k,               
input   [4:0] key_in,        
output  reg[3:0] key_out,    
output  reg nkpls,           
output  reg[4:0] nkv         
);
reg     pl0,pl1;             
reg     pk0,pk1;             
reg     [4:0] pkcnt;         
wire    [1:0]cnt;
wire    [2:0]kscnt;          
reg     [4:0] kv0,kv1,kvp; 
reg     [4:0] kcnt;
reg     nokey,multkey;
always@(negedge rst, posedge clk)
    if(rst==0)
        begin
            pl0 <= 0; pl1 <= 0; pk0 <= 0; pk1 <= 0;
            pkcnt <= 31;
        end
    else
        begin 
            pk0 <= pls100k;     pk1 <= pk0;
            if(pk0 & ~pk1)                           
                begin
                    pl0 <= pls1k;
                    pl1 <= pl0;
                    if((pl0 & ~pl1) == 1)            
                        pkcnt <= 0 ;
                    else if(pkcnt < 31)
                        pkcnt <= pkcnt+1;
                end 
        end 
assign cnt = pkcnt[1:0];                             
assign kscnt = pkcnt[4:2];                           
always@(negedge rst, posedge clk)
    if(rst == 0)
        key_out <= 4'hf;
    else if(pk0 & ~pk1)                              
        if      (kscnt == 1)    key_out <= (4'b1110);
        else if (kscnt == 2)    key_out <= (4'b1101);
        else if (kscnt == 3)    key_out <= (4'b1011);         
        else if (kscnt == 4)    key_out <= (4'b0111);
        else                    key_out <= (4'b1111);
always@(negedge rst , posedge clk)
    if(rst == 0)
        begin 
            nokey <=1;      multkey <=0;
            kv0 <= 5'h0;    kv1 <= 5'h0;    kvp <= 5'h0;
        end 
    else if((pk0 & ~pk1) & (cnt ==1))                        
        if(kscnt == 0)
            begin
                nokey <= 1;  multkey <= 0;
                kv0 <= 5'h0;    kvp <= 5'h0;
            end 
        else if(kscnt == 5)
            kv1 <= kv0;
        else if(kscnt < 5)                                   
            begin
                if(multkey == 1)
                    begin
                        nokey <= 0; kv0 <= 31;
                    end
                else if(nokey == 1)
                    if(key_in ==31)
                        kvp <= kvp + 5;                      
                    else
                        begin
                            nokey <= 0;
                            if      (key_in == 5'b11110)    kv0 <= kvp +1;
                            else if (key_in == 5'b11101)    kv0 <= kvp +2;
                            else if (key_in == 5'b11011)    kv0 <= kvp +3;
                            else if (key_in == 5'b10111)    kv0 <= kvp +4;
                            else if (key_in == 5'b01111)    kv0 <= kvp +5;
                            else
                                begin
                                    multkey <= 1;            
                                    kv0 <= 31;
                                end 
                        end
                else                                         
                    if(key_in != 31)
                        begin
                            multkey <= 1;                    
                            kv0 <= 31;
                        end 
            end 
always@(negedge rst, posedge clk)
    if(rst == 0)
        kcnt = 5'h0;
    else if(pk0 & ~pk1)                                      
        if((kscnt == 5) & (cnt == 1))
            if(kv0 != kv1)
                kcnt <= 5'h0;
            else if(kcnt <20)
                kcnt <= kcnt + 1;
always@(negedge rst , posedge clk)
    if(rst == 0)
        begin 
            nkpls <= 0;     nkv <= 4'h0;
        end            
    else if(pk0 & ~pk1)                                      
        if((kscnt == 5) && (cnt == 2))
            begin
                nkpls <= 0;
                if(kcnt == 18)
                    if(kv1 <= 20)    nkv <= kv1;
                    else            nkv <= 31;
                else if(kcnt == 19)
                    nkpls <= 1;
            end
endmodule
`timescale 1ns / 1ps
module key_val_assign(
input           rst, 
input           clk,
input           nkpls,
input           [4:0] nkv,
output          reg koff,
output          reg [3:0] bcds
);
reg             pl0,pl1;
always@(negedge rst, posedge clk)
    if(rst == 0)
        begin   
            pl0 <= 0;
            pl1 <= 1;
        end 
    else
        begin
            pl0 <= nkpls;
            pl1 <= pl0;
        end 
always@(negedge rst, posedge clk)
    if(rst == 0)
        begin
            koff <= 1;
            bcds <= 4'hf;
        end 
    else if((pl0 & ~pl1) == 1)
        if(nkv == 0)
            koff <= 1;
        else
            begin
                koff <= 0;
                if      (nkv == 03) bcds <= 4'h0;  
                else if (nkv == 07) bcds <= 4'h1;
                else if (nkv == 08) bcds <= 4'h2;
                else if (nkv == 09) bcds <= 4'h3;
                else if (nkv == 12) bcds <= 4'h4;
                else if (nkv == 13) bcds <= 4'h5;
                else if (nkv == 14) bcds <= 4'h6;
                else if (nkv == 17) bcds <= 4'h7;
                else if (nkv == 18) bcds <= 4'h8;
                else if (nkv == 19) bcds <= 4'h9;
                else                bcds <= 4'hf;
             end     
    else
        begin
        end 
endmodule 
`timescale 1ns / 1ps
module seg_ctl(
input rst , clk,
input [3:0] enc,
input [31:0] bcd8d,
output reg[7:0] seg_d, seg_com
    );
reg [17:0] tcnt;
reg [2:0] digit_sel;
wire [3:0] d7h, d6h,d5h, d4h, d3h, d2h, d1h, d0h;
reg [3:0] sdh;
wire [6:0] segd;
always@(negedge rst, posedge clk)
    if(rst == 0)
        begin   
            tcnt <= 0;
            digit_sel <= 0;
        end 
    else 
        begin 
            tcnt <= tcnt +1;
            case(~enc)
            4'h0    :   digit_sel <= tcnt[02:00];    
            4'h1    :   digit_sel <= tcnt[03:01];    
            4'h2    :   digit_sel <= tcnt[04:02];    
            4'h3    :   digit_sel <= tcnt[05:03];    
            4'h4    :   digit_sel <= tcnt[06:04];    
            4'h5    :   digit_sel <= tcnt[07:05];    
            4'h6    :   digit_sel <= tcnt[08:06];    
            4'h7    :   digit_sel <= tcnt[09:07];    
            4'h8    :   digit_sel <= tcnt[10:08];    
            4'h9    :   digit_sel <= tcnt[11:09];    
            4'ha    :   digit_sel <= tcnt[12:10];    
            4'hb    :   digit_sel <= tcnt[13:11];    
            4'hc    :   digit_sel <= tcnt[14:12];    
            4'hd    :   digit_sel <= tcnt[15:13];    
            4'he    :   digit_sel <= tcnt[16:14];    
            default :   digit_sel <= tcnt[17:15];    
            endcase 
        end 
assign d7h = bcd8d[31:28];
assign d7h = bcd8d[27:24];
assign d7h = bcd8d[23:20];
assign d7h = bcd8d[19:16];
assign d7h = bcd8d[15:12];
assign d7h = bcd8d[11:08];
assign d7h = bcd8d[07:04];
assign d7h = bcd8d[03:00];
assign sedg =   (sdh == 4'h0) ? (7'h3f):    
                (sdh == 4'h1) ? (7'h06): 
                (sdh == 4'h2) ? (7'h5b): 
                (sdh == 4'h3) ? (7'h4f): 
                (sdh == 4'h4) ? (7'h66): 
                (sdh == 4'h5) ? (7'h6d): 
                (sdh == 4'h6) ? (7'h7d): 
                (sdh == 4'h7) ? (7'h27): 
                (sdh == 4'h8) ? (7'h7f): 
                (sdh == 4'h9) ? (7'h6f): 
                                (7'h00);
always@(negedge rst, posedge clk)
    if(rst == 0)
        begin 
            seg_d <= 8'h00;
            seg_com <= 8'h00;
        end 
    else 
        begin
            seg_d <= {1'b0, segd};
            case(digit_sel)
            3'd0        : seg_com <= 8'h01;        
            3'd1        : seg_com <= 8'h02;        
            3'd2        : seg_com <= 8'h04;        
            3'd3        : seg_com <= 8'h08;        
            3'd4        : seg_com <= 8'h10;        
            3'd5        : seg_com <= 8'h20;        
            3'd6        : seg_com <= 8'h40;        
            default     : seg_com <= 8'h80;
            endcase       
        end 
endmodule

==> reports/results.ini <==
[yosys]
synth_cells = 604
yosysChipArea_sq_um = 5760
flop_cell = dfrtp_1
yosys_register_bits = 101
syn_area_sq_um = 5760
topCellsByArea = dfrtp_1 (39%), dfstp_2 (4.6%), ha_1 (4.1%)
ys_cells = 604
async_reset_ff_share_pct = 99.0
ys.warnings.count = 15
top_cell_area_share_pct = 39.1
top_area_cell = dfrtp_1
syn_area_per_cell_sq_um = 9.54
ys_seq_share_pct = 44.2
yosysUniqueCellTypes = 73
edf_count = 1

[grt]
grt_pass1_vias = 3915
grtUsageMet2_pct = 23.3
grt_pass1_wl_microns = 18800
overflow = 0
antenna_found_initial = 0
grt-busiest-layer = met1
grt_usage_pct = 15.9
grtUsageMet3_pct = 2.58
globalRouteMet1Util_pct = 26.1
grt_max_degree = 58

[setup_path]
rr_worst_depth = 7
start_kind = input pin
crit_path_cell_trace = clkdlybuf4s50_1 -> and2_1 -> nand2_1 -> o21a_1 -> a311o_1 -> a22o_1
critPathRequiredTime_ns = 5.03
end_kind = flop
worst-endpoint-arrival_ns = 3.09
crit_fanout = 20
critPathMaxStageDelay_ns = 0.91
crit_type = input pin to flop
slowest_stage = clkdlybuf4s50_1

[sta]
period_needed_ns = 2.86
finalClockPeriodUsage_pct = 59.5
hold_violations = 0
rsz0062_at_grt = false
relSlewSlack_pct = 51.0
fmax_mhz = 350
finalClockSkew_ns = 0.00568
finalSetupViolCount = 0
worst_pin_slew_ns = 0.733
slew_viol_final = 0
setup_slack_ns = 1.94
fin_tns_setup_ns = 0

[layout]
fin_area_sq_um = 6340
area_growth_pct = 10.0
drive_above_1_share_pct = 8.35
mostFrequentLayoutCell = dfrtp_1
fillers = 1324
layout_top_cells = dfrtp_1 (90), nand2_1 (52), nor2_1 (41)

[floorplan]
coreArea_sq_um = 14000
fp_util_pct = 41.2
rows = 43
die_height_microns = 122
dieWidth_microns = 122
pin_count = 33
dieArea_sq_um = 14900

[place]
gp_congestion = 0.937
io_buffer_count = 19
placed_area_sq_um = 6020
hpwl_microns = 7450
post-place-ws_ns = 1.64

[pwr]
p_sw_share_pct = 21.2
irDropWorstVdd_uv = 170
power_frac_clock_pct = 44.5
p_switching_mw = 0.369
p_per_area_nw_per_um2 = 274
p_int_mw = 1.37
combPwrFrac_pct = 5.6
total_power_mw = 1.74
seqPwrFrac_pct = 49.9
p_leak_nw = 2.61

[clocking]
cts.sinks = 101
cts_max_path_buffers = 2
post_cts.resized_instances = 0
cts_root_buf = clkbuf_16
numCtsBuffers = 9
cts_max_level = 3
postCtsHoldBufs = 0
cts_tree = done
clkLatencyLatePin_ns = 0.35
path_clk_slew_ns = 0.07
post-cts-setup-buffer-count = 0

[drt]
drc = 0
drt_iter0_drc = 289
vias = 4375
wl_per_cell_microns = 13.6
finalWirelength_microns = 10800
first_pass_iters = 5
ant_nets = 0
antennaDiodeCount = 0
viasPerCell = 5.53

[job]
maxCapViolations = 0
openroad.warnings = 40

[worst_hold_path]
hold_path_depth = 0
min_path_type = flop to flop

[status]
status = finished, final reports clean

[state kept, by name, summed over array words and instances, names as in the netlist, 3 cells and up]
register,count
ukey_scan.nkv,5
pcnt,6
ukey_scan.pkcnt,5
useg_ctl.tcnt,18
ukey_scan.kcnt,5
plcnt,6
useg_ctl.digit_sel,3
useg_ctl.seg_com,8
ukey_val_assign.bcds,10
bzcnt,6
ukey_scan.kv1,5
ukey_scan.kvp,5
ukey_scan.kv0,5
[power groups by stage]
stage | registers (mW) | logic (mW) | clock network (mW)
4_1_cts | 0.868 | 0.0979 | 0.805
5_1_grt | 0.869 | 0.109 | 0.836
6_report | 0.868 | 0.0969 | 0.775
[routing by layer]
layer | vias to the layer above | share of wire (%)
met5 | - | 0
met2 | 116 | 44
met3 | 12 | 4.7
met1 | 2102 | 49
met4 | 0 | 1.6
li1 | 2145 | -
[final timing paths]
kind	startpoint	end	slack [ns]
max	key_in[3]	ukey_scan.kv0[0]$_DFFE_PN0P_	1.94
min	ukey_scan.nkpls$_DFFE_PN0P_	ukey_val_assign.pl0$_DFF_PN0_	0.38
max reg2reg	ukey_scan.kvp[0]$_DFFE_PN0P_	ukey_scan.kv0[1]$_DFFE_PN0P_	2.79
min reg2reg	ukey_scan.nkpls$_DFFE_PN0P_	ukey_val_assign.pl0$_DFF_PN0_	0.38
max in group asynchronous	rst	ukey_scan.kvp[4]$_DFFE_PN0P_	3.09
min in group asynchronous	rst	ukey_val_assign.bcds[8]$_DFF_PN0_	0.60
[cell type report]
cell class                      count  area (sq um)  share of cell area [%]
Clock inverter                      5          82.6                    1.30
Multi-Input combinational cell    451          2960                    46.6
Inverter                           22          82.6                    1.30
Timing Repair Buffer               22           210                    3.32
Tap cell                          180           225                    3.55
Sequential cell                   101          2540                    40.1
Clock buffer                       10           239                    3.77
[cells in the mapped netlist (all sizes together) (9+ instances only)]
master	n
a21oi	29
and3	11
buf	25
clkbuf	12
dfrtp	90
dfstp	10
ha	19
inv	22
nand2	54
nand2b	9
nand3	33
nand3b	9
nand4	14
nor2	41
nor2b	14
nor3	13
nor3b	10
o21ai	37
xnor2	24
xor2	15
[logic make-up (layout without fill, tap and decap cells)]
logic type                 after synthesis  after routing  synth area share (%)
AOI/OAI and AO/OA                      139            139                  16.3
xor gates and xnor gates                39             39                  5.93
adders and majority gates               19             19                  4.13
buffers and inverters                   59             59                  4.99
DFF                                    101            101                  44.2
muxes                                   15             15                  2.78
other                                    1              8                0.0651
and+or+nand+nor                        231            231                  21.6
[through the flow]
step / hold slack, ns / util [%] / std cells
2_1_floorplan: 0.354 / - / 611
3_3_place_gp: 0.359 / 43.0 / 776
3_5_place_dp: 0.366 / 43.0 / 776
4_1_cts: 0.385 / 45.3 / 791
5_1_grt: 0.402 / 45.3 / 791
6_report: 0.381 / 45.3 / 791
[critical path, delay by kind of cell]
family | cells | cell delay (ns)
AND/OR/NAND/NOR | 2 | 0.49
AND-OR/OR-AND | 3 | 0.72
buffers and inverters | 1 | 0.91
